`design/flow/design.v`:
```
module bin_cal #(
    parameter   TAN_W   = 12,
    parameter   MAG_I   = 9,
    parameter   MAG_F   = 4,
    parameter   BIN_I   = 16,  
    parameter  BIN_F   = MAG_F,  
    parameter  BIN_W   = BIN_I + BIN_F,  
    parameter  MAG_W   = MAG_I + MAG_F
) (
    input                           clk,
    input                           rst,
    input                           i_valid,
    input   [MAG_W - 1      : 0]    magnitude,
    input   [TAN_W - 1      : 0]    tan,
    output                          o_valid,
    output  [BIN_W * 9 - 1  : 0]    bin
);
    localparam  CODE_W  = 4;
    reg [BIN_W - 1 : 0] bin_r [0 : 8];  
    wire [CODE_W - 1 : 0] code;
    wire [5 : 0] cnt;
    bin_ctr u_bin_ctr (
        .clk        (clk),
        .rst        (rst),
        .i_valid    (i_valid),
        .tan        (tan),
        .code       (code),
        .cnt        (cnt),
        .o_valid    (o_valid)
    );
    integer i;
    always @(posedge clk) begin
        if(i_valid) begin
            if(!cnt) begin
                for(i = 0; i < 9; i = i + 1)
                    bin_r[i] <= 0;
                bin_r[code] <= magnitude;
            end else begin
                bin_r[code] <= bin_r[code] + magnitude;
            end       
        end
    end
    assign bin = {
        bin_r[8],
        bin_r[7],
        bin_r[6],
        bin_r[5],
        bin_r[4],
        bin_r[3],
        bin_r[2],
        bin_r[1],
        bin_r[0]
    };
endmodule
module bin_ctr #(
    parameter  TAN_W   = 20,
    parameter  CODE_W  = 4,
    parameter  CNT_W   = 6,
    parameter  MAX_CNT = 64
)(
    input                               clk,
    input                               rst,
    input                               i_valid,
    input signed    [TAN_W - 1  : 0]    tan,
    output          [CODE_W - 1 : 0]    code,
    output reg      [CNT_W - 1  : 0]    cnt,
    output reg                          o_valid
);
    localparam signed tan0 = 20'h0;
    localparam signed tan20 = 20'h5D2D;
    localparam signed tan40 = 20'hD6CF;
    localparam signed tan60 = 20'h1BB68;
    localparam signed tan80 = 20'h5ABD9;
    localparam signed tan100 = 20'hA5427;
    localparam signed tan120 = 20'hE4498;
    localparam signed tan140 = 20'hF2931;
    localparam signed tan160 = 20'hFA2D3;
    always @(posedge clk) begin
        if(!rst) begin
            cnt <= 0;
            o_valid <= 0;
        end else if(i_valid) begin
            cnt <= cnt + 1;
            if(cnt == MAX_CNT - 1)
                o_valid <= 1;
            else
                o_valid <= 0;
        end else
            o_valid <= 0;
    end
    assign code = (tan0 <= tan  && tan < tan20) ? 0 :
        (tan20 <= tan && tan < tan40) ? 1 :
        (tan40 <= tan && tan < tan60) ? 2 :
        (tan60 <= tan && tan < tan80) ? 3 :
        (tan80 <= tan || tan < tan100) ? 4 :
        (tan100 <= tan && tan < tan120) ? 5 :
        (tan120 <= tan && tan < tan140) ? 6 :
        (tan140 <= tan && tan < tan160) ? 7 : 8;
endmodule
```
`design/flow/config.mk`:
```
export PLATFORM = sky130hd
export DESIGN_NAME = bin_cal
export DESIGN_NICKNAME = bin_cal
export VERILOG_FILES = /design/flow/design.v
export SDC_FILE = /design/flow/constraint.sdc
export NUM_CORES = 4
export LEC_CHECK = 1
export CORE_AREA = 10 10 133 133
export DIE_AREA = 0 0 143 143
```
`design/flow/constraint.sdc`:
```
current_design bin_cal

set clk_period 7.7
set clk_io_pct 0.2

create_clock -name clk0 -period $clk_period [get_ports {clk}]

set non_clock_inputs [all_inputs -no_clocks]
set_input_delay [expr $clk_period * $clk_io_pct] -clock clk0 $non_clock_inputs
set_output_delay [expr $clk_period * $clk_io_pct] -clock clk0 [all_outputs]
```
`design/flow/run.sh`:
```
#!/bin/bash
# OpenROAD 26Q1-2900-gdf79404cd8, Yosys 0.63+post, stock flow scripts
make -C /OpenROAD-flow-scripts/flow DESIGN_CONFIG=/design/flow/config.mk WORK_HOME=/design/flow/orfs finish
```
==> flow_summary.json <==
{
  "p_int_mw": 0.504,
  "common_cells": "buf_4, edfxtp_1, nand2_1, clkbuf_1",
  "vias": 2284,
  "cp_top_family": "simple AND/OR/NAND/NOR gates",
  "fmax_mhz": 255,
  "switchingPower_mw": 0.191,
  "grt_max_degree": 44,
  "via_per_inst": 3.60,
  "path_cells": "clkdlybuf4s50_1, ha_1, fa_1, a21o_1, a221oi_4, o21ai_1, and3_1, or4_1, nand4_1",
  "globalRouteOverflowTotal": 0,
  "antenna_found_initial": 1,
  "power_leakage_nw": 1.75,
  "clockBufferDepth": 2,
  "clkTransAtPathRegs_ns": 0.07,
  "dr.pass1.iters": 4,
  "fin_crit_sh": 0.509,
  "hold_buffers": 0,
  "cap_violations": 0,
  "numCtsBuffers": 5,
  "io_pins": 209,
  "avgRoutedWirePerCell_um": 12.0,
  "area_leaders": "edfxtp_1, buf_4, ha_1",
  "die_x_um": 143,
  "clockPowerShare": 0.315,
  "total_power_mw": 0.695,
  "post-route-drc-count": 0,
  "place.port_buffers": 56,
  "syn2layout_area_growth_pct": 11.3,
  "critical_path.max_fanout": 5,
  "die_y_um": 143,
  "fp_util": 0.248,
  "finalHoldViolCount": 0,
  "cts_root_buffer": "clkbuf_16",
  "yosysWarnings": 3,
  "cts.htree.levels": 2,
  "skew_ns": 0.00721,
  "top_cell": "buf_4",
  "track_usage": 0.0715,
  "required_ns": 7.86,
  "synthCells": 389,
  "cts_tree": "yes",
  "combinationalPowerShare": 0.237,
  "wl_um": 7650,
  "top_cell_area_share": 0.329,
  "synth-seq-cells": 47,
  "syn-cell-area_mm2": 0.00365,
  "coreArea_mm2": 0.0147,
  "path_class": "primary input to register",
  "n_antenna_cell": 0,
  "rsz0062_at_grt": "no",
  "power_density_mw_per_mm2": 171,
  "setup_viol": 0,
  "yosysCellCount": 389,
  "ant_nets": 0,
  "hp-class": "register to register",
  "placementRows": 44,
  "post-cts-setup-buffers": 0,
  "worstSetupStartpointType": "primary input",
  "yosys_area_mm2": 0.00365,
  "swShare": 0.275,
  "grt_first_pass_wirelength_um": 12000,
  "max_slew_margin": 0.575,
  "chip_area_mm2": 0.0204,
  "yosys_most_used_dff": "edfxtp_1",
  "tool_warnings": 38,
  "dp_hpwl_um": 6220,
  "maxSlewViolCount": 0,
  "cpMaxStageDelayCell": "or4_1",
  "ys_types": 42,
  "crit_buf_inv": 1,
  "gp_congestion": 0.928,
  "cts_num_sinks": 47,
  "top_area_cell": "edfxtp_1",
  "syn_avg_cell_area_um2": 9.39,
  "cp.arrival_ns": 4.07,
  "period_needed_ns": 3.92,
  "drive_above_1_share": 0.0310,
  "tns_ns": 0,
  "synth_seq_share": 0.367,
  "drt_iter0_drc": 98,
  "grt_pass1_vias": 2448,
  "seq_power_share": 0.448,
  "tightest_slew_ns": 0.638,
  "synth-edff-count": 40,
  "critical_path.max_stage_delay_ns": 0.47,
  "status": "finished clean",
  "async_flop_share": 0,
  "clock_latency_ns": 0.29,
  "cp-end-kind": "register",
  "post-route-util": 0.277,
  "hold_ws_ns": 0.483,
  "cts.repair.resized": 0,
  "peakVddDrop_uv": 87.4
}
cell usage in the layout, fill, tap and decap left out, types with 2 or more instances in the layout:
master           Yosys  final
conb_1               1    160
clkdlybuf4s50_1      0     56
edfxtp_1            40     40
nand2_1             34     34
a21oi_1             15     15
ha_1                15     15
and2_1              14     14
o21ai_0             14     14
xnor2_1             12     12
nor2_1              12     12
nand3_1             10     10
dfxtp_1              7      7
nand4_1              6      6
and3_1               5      5
xor2_1               5      5
clkbuf_16            0      5
a21boi_0             4      4
inv_1                2      2
o211a_1              2      2
mux2i_1              2      2
a211oi_1             2      2
a21o_1               2      2
or4_1                2      2
a31o_1               2      2
nand4b_1             2      2
clkinv_4             0      2
buf_4              140      2
stage by stage:
step           instance area, um^2  instances  worst slack (ns)
3_3_place_gp                  3920        627              3.51
6_report                      4070        635              3.78
5_1_grt                       4070        635              3.69
2_1_floorplan                 4250        548              4.15
4_1_cts                       4070        635              3.80
3_5_place_dp                  3920        627              3.51
area by class of cell:
| cell class | count | area (um^2) |
|---|---|---|
| Timing Repair Buffer | 58 | 576 |
| Clock inverter | 3 | 25.0 |
| Inverter | 2 | 7.51 |
| Fill cell | 1495 | 10600 |
| Sequential cell | 47 | 1340 |
| Clock buffer | 5 | 125 |
| Multi-Input combinational cell | 336 | 1760 |
| Tap cell | 184 | 230 |
metal layers:
| metal | wire [um] | track usage | vias to the layer above |
|---|---|---|---|
| li1 | - | - | 1129 |
| met1 | 3140 | 0.0861 | 1030 |
| met2 | 3690 | 0.119 | 113 |
| met3 | 687 | 0.0300 | 10 |
| met4 | 122 | 0.0125 | 2 |
| met5 | 13 | 0 | - |
registers in the layout, indices dropped and copies added (netlist names):
name / count
bin_r: 40
u_bin_ctr.cnt: 6
u_bin_ctr.o_valid: 1
power by group through the flow:
stage	logic [mW]	clock network (mW)	registers [mW]
4_1_cts	0.169	0.228	0.312
5_1_grt	0.191	0.242	0.314
6_report	0.165	0.219	0.312
path summary, 6_finish.rpt:
path              cells past startpoint           endpoint  slack, ns             start
setup reg to reg                      8       bin_r[0][12]       5.07       bin_r[0][0]
hold reg to reg                       2  u_bin_ctr.o_valid       0.48  u_bin_ctr.cnt[5]
hold / removal                        2  u_bin_ctr.o_valid       0.48  u_bin_ctr.cnt[5]
setup / recovery                      9       bin_r[0][12]       3.78      magnitude[0]
worst min-delay path, cell delays in order, from the launching register on:
cell and delay [ns]:
dfxtp_1 0.33, nand3_1 0.08, nor2_1 0.04
cells by family after synthesis:
logic type | share of synthesized area
compound gates | 0.0891
xor+xnor | 0.0408
fa+ha+maj | 0.0569
buf+inv | 0.314
flops | 0.367
mux | 0.00548
other cells | 0.00103
simple gates | 0.126
Power figures rest on the tool's default switching activity, not on a simulated workload.
