<file path="flow/design.v">
module dp_ram #(
  parameter   DATA_W  = 180,
  parameter   ADDR_W  = 6
) (
  input                         clk,
  input                         write_en,
  input       [ADDR_W - 1 : 0]  addr_a,
  input       [ADDR_W - 1 : 0]  addr_b,
  input       [DATA_W - 1 : 0]  i_data,
  output reg  [DATA_W - 1 : 0]  o_data
);
  localparam MEM_S = 2 ** ADDR_W;
  reg [DATA_W - 1 : 0] ram [MEM_S - 1 : 0];
  integer i;
  initial begin
    for(i = 0; i < MEM_S; i = i + 1)
      ram[i] = 0;
  end  
  always @(posedge clk) begin 
    if (write_en)   
      ram[addr_a] <= i_data;
  end
  always @(posedge clk) begin 
    o_data <= ram[addr_b];
  end
endmodule
</file>
<file path="flow/config.mk">
export PLATFORM = sky130hd
export DESIGN_NAME = dp_ram
export DESIGN_NICKNAME = dp_ram
export VERILOG_FILES = /design/flow/design.v
export SDC_FILE = /design/flow/constraint.sdc
export NUM_CORES = 4
export LEC_CHECK = 1
export CORE_UTILIZATION = 40
export SYNTH_MEMORY_MAX_BITS = 65536
</file>
<file path="flow/constraint.sdc">
current_design dp_ram

set clk_period 56.7
set clk_io_pct 0.2

create_clock -name clk0 -period $clk_period [get_ports {clk}]

set non_clock_inputs [all_inputs -no_clocks]
set_input_delay [expr $clk_period * $clk_io_pct] -clock clk0 $non_clock_inputs
set_output_delay [expr $clk_period * $clk_io_pct] -clock clk0 [all_outputs]
</file>
<file path="flow/run.sh">
#!/bin/bash
# OpenROAD 26Q1-2900-gdf79404cd8, Yosys 0.63+post, stock flow scripts
make -C /OpenROAD-flow-scripts/flow DESIGN_CONFIG=/design/flow/config.mk WORK_HOME=/design/flow/orfs finish
</file>
==> results.yml <==
# yosys + openroad results
floorplanning:
  ios: 374
  die_w_um: 1050
  die_h_um: 1050
  coreArea_mm2: 1.10
  dieArea_mm2: 1.11
  num_rows: 385
  floorplanUtilization_pct: 40.1
pwr:
  p_leak_uw: 0.161
  power_density_mw_per_mm2: 36.0
  ir_worst_vdd_mv: 0.0243
synthesis:
  synth_cells: 20300
  ys.flops: 11700
  yosysWarnings: 1
  synth.distinct_cells: 40
  ys_cells: 20300
  yosys_area_mm2: 0.441
  synth_area_mm2: 0.441
  ys_seq_share_pct: 79.3
  syn_avg_cell_area_um2: 21.7
timing:
  min_period_ns: 16.70
  rsz0062_at_grt: "no"
  finalSetupTns_ns: 0
  finalHoldViolCount: 0
  fin_crit_sh_pct: 29.4
  worstMarginPinSlew_ns: 1.06
  fmax_mhz: 59.9
  slew_violations: 0
  clock_skew_ns: 0.105
  setup_viol: 0
  slew_headroom_pct: 29.5
clock_tree:
  holdBufCountCts: 0
  postCtsSetupBuffers: 0
  cts-root-buf: "clkbuf_16"
  path_clk_slew_ns: 0.06
  cts_made_buffers: 1189
  cts_sinks: 11700
  clock_latency_ns: 1.18
  clockBufferDepth: 5
  htreeDepth: 7
  cts_tree: "built"
  cts_resized: 0
route:
  routed_wl_um: 1310000
  viasPerCell: 5.85
  drtAntennaViolNets: 0
  wl_met2_um: 594000
  top_layer_used: "met5"
  drt_iter0_drc: 15200
  vias: 219000
  wl_per_cell_um: 35.1
  drc: 0
  wl_met1_um: 384000
  met3_length_um: 281000
  drt_pass1_iterations: 5
worst_setup_path:
  crit_start: "addr_b[0]"
  reg2reg_to: "o_data[37]$_DFF_P_"
  required_ns: 57.71
  r2r_cells: 4
  crit_path_start_kind: "input pin"
  critPathArrivalTime_ns: 17.71
  endpoint_kind: "flop"
  r2r_setup_slack_ns: 54.54
  crit_fanout: 71
  worstSetupPathType: "in -> reg"
  rr_startpoint: "ram[54][37]$_DFFE_PP_"
  worstSetupEndpoint: "o_data[153]$_DFF_P_"
finish:
  finish.instance_area_mm2: 0.503
  layout_top_cells: "11500 x edfxtp_1, 2096 x mux2i_1, 1796 x mux4_2"
  drive_above_1_share_pct: 21.6
  syn_to_final_growth_pct: 14.2
  lay_top_count: "edfxtp_1"
  nFillCells: 89000
global_route:
  grt_pass1_wl_um: 1820000
  grt_max_degree: 93
  first_global_vias: 238000
  antenna_found_initial: 128
  grtUsageTotal_pct: 26.0
  overflow: 0
hold_path:
  holdCritPathClass: "reg -> reg"
flow_run:
  maxCapViolCount: 0
  warnings: 27
placement:
  io_buffer_count: 373
  placed_area_mm2: 0.465
  place_hpwl_um: 743000
  gp_routability_congestion: 0.841
run_status:
  status: "completed"
[Yosys cell counts]
| cell type | instances | area, um2 |
|---|---|---|
| a211o_1 | 72 | 631 |
| a211oi_1 | 360 | 2700 |
| a22oi_1 | 1100 | 8260 |
| and2_1 | 6 | 37.5 |
| and3_1 | 181 | 1130 |
| buf_1 | 49 | 184 |
| buf_2 | 518 | 2590 |
| buf_4 | 164 | 1230 |
| buf_6 | 102 | 1150 |
| clkbuf_1 | 337 | 1260 |
| clkbuf_4 | 8 | 60.1 |
| dfxtp_1 | 180 | 3600 |
| edfxtp_1 | 11500 | 346000 |
| mux2_2 | 72 | 811 |
| mux2i_1 | 2096 | 21000 |
| mux4_2 | 1796 | 40400 |
| nand2_1 | 372 | 1400 |
| nand2b_1 | 5 | 31.3 |
| nand3_1 | 278 | 1390 |
| nand3b_1 | 5 | 37.5 |
| nand3b_2 | 1 | 11.3 |
| nand4_1 | 2 | 12.5 |
| nand4b_1 | 1 | 8.76 |
| nand4bb_1 | 1 | 11.3 |
| nor2_1 | 139 | 522 |
| nor2_2 | 1 | 6.26 |
| nor2b_1 | 12 | 75.1 |
| nor3_1 | 2 | 10.0 |
| nor4_4 | 1 | 21.3 |
| nor4b_1 | 2 | 17.5 |
| nor4b_4 | 1 | 23.8 |
| nor4bb_1 | 1 | 10.0 |
| o211ai_1 | 288 | 2160 |
| o21ai_0 | 72 | 360 |
| o22ai_1 | 520 | 3250 |
| o32ai_1 | 20 | 175 |
| or2_2 | 1 | 6.26 |
| or3_1 | 2 | 12.5 |
| or3b_1 | 1 | 8.76 |
| or3b_2 | 2 | 17.5 |
[report_power, final]
group / internal [uW] / switching, uW
Combinational: 294 / 541
Sequential: 9580 / 42.9
Clock: 4400 / 3250
[metrics by stage]
stage / hold slack (ns) / cells / util, % / power (uW) / setup WS (ns)
floorplan: 0.705 / 20300 / - / 10200 / 31.79
global placement: 0.776 / 35100 / 42.3 / 10600 / 38.59
detailed placement: 0.773 / 35100 / 42.3 / 10600 / 38.72
CTS: 0.780 / 37300 / 45.8 / 18200 / 39.89
global route: 0.826 / 37300 / 45.8 / 18600 / 39.45
finish: 0.771 / 37400 / 45.8 / 18100 / 40.00
[critical path, stage by stage]
cell and delay [ns]:
buf_16 0.23, buf_4 0.53, buf_4 0.60, buf_4 0.52, buf_4 0.62, buf_4 0.58
buf_4 0.55, buf_12 0.50, buf_4 0.68, mux4_2 0.58, a211oi_1 0.30, nand2_1 0.11
and3_1 0.18
[cell type report]
type	count	area (um2)	area share [%]
antenna	124	310	0.0617
clock buffer	1586	32400	6.44
clock inverter	544	5290	1.05
multi-input combinational	7413	85300	17.0
sequential	11700	350000	69.5
tap	14500	18200	3.61
timing repair buffer	1512	12000	2.39
[how the worst min path moves through the flow]
stage / start / end / slack, ns / cells after the start
finish: ram[48][103]$_DFFE_PP_ / o_data[103]$_DFF_P_ / 0.77 / 5
global route: ram[6][93]$_DFFE_PP_ / o_data[93]$_DFF_P_ / 0.83 / 4
CTS: ram[48][103]$_DFFE_PP_ / o_data[103]$_DFF_P_ / 0.78 / 5
[metal layers]
| metal | vias to the layer above | GRT usage (%) |
|---|---|---|
| met3 | 2567 | 24.4 |
| met4 | 162 | 7.79 |
| li1 | 89000 | - |
| met2 | 17200 | 36.3 |
| met5 | - | 2.10 |
| met1 | 110000 | 28.2 |
[sequential cells by signal (all words and copies together) (netlist names)]
| signal | count |
|---|---|
| o_data | 180 |
| ram | 11520 |
[logic make-up (layout without fill, tap and decap cells)]
logic type / count (synthesis) / in the layout / share of synthesized area [%]
AND/OR/NAND/NOR: 1017 / 1017 / 1.09
buffers and inverters: 1178 / 3642 / 1.47
other: 0 / 124 / 0
multiplexers: 3964 / 3964 / 14.1
AND-OR/OR-AND: 2432 / 2432 / 3.98
flip-flops: 11700 / 11700 / 79.3
Power and IR drop assume default switching activity.
