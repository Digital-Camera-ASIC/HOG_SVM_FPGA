## flow/config.mk

```make
export PLATFORM = sky130hd
export DESIGN_NAME = hog_fetch
export DESIGN_NICKNAME = hog_fetch
export VERILOG_FILES = /design/flow/design.v
export SDC_FILE = /design/flow/constraint.sdc
export NUM_CORES = 4
export LEC_CHECK = 1
export CORE_AREA = 10 10 513 513
export DIE_AREA = 0 0 523 523
```

## flow/constraint.sdc

```tcl
current_design hog_fetch

set clk_period 37.7
set clk_io_pct 0.2

create_clock -name clk0 -period $clk_period [get_ports {clk}]

set non_clock_inputs [all_inputs -no_clocks]
set_input_delay [expr $clk_period * $clk_io_pct] -clock clk0 $non_clock_inputs
set_output_delay [expr $clk_period * $clk_io_pct] -clock clk0 [all_outputs]
```

## flow/run.sh

```bash
#!/bin/bash
# OpenROAD 26Q1-2900-gdf79404cd8, Yosys 0.63+post, stock flow scripts
make -C /OpenROAD-flow-scripts/flow DESIGN_CONFIG=/design/flow/config.mk WORK_HOME=/design/flow/orfs finish
```

## flow/design.v

```verilog
module hog_fetch #(
    parameter   PIX_W   = 8,
    parameter   CELL_S  = 10,  
    parameter  PIX_N   = CELL_S * CELL_S - 4,  
    parameter  IN_W    = PIX_W * PIX_N,
    parameter  OUT_W   = PIX_W * 4  
) (
    input                       clk,
    input                       rst,
    input                       ready,
    output                      request,
    input   [IN_W - 1   : 0]    i_data,
    output                      i_valid,
    output  [OUT_W - 1  : 0]    o_data  
);
    reg [5 : 0] cnt;  
    reg [IN_W - 1 : 0] i_data_r;
    wire [PIX_W - 1 : 0] top;
    wire [PIX_W - 1 : 0] bot;
    wire [PIX_W - 1 : 0] left;
    wire [PIX_W - 1 : 0] right;
    localparam bias_top = 64;
    localparam bias_bot = 88 - 56;
    localparam bias_left = 72;
    localparam bias_right = 79;
    assign top = (cnt == 0) ? i_data[64 * 8 +: 8] :
        (cnt < PIX_W) ? i_data_r[(cnt + bias_top) * PIX_W +: PIX_W] : i_data_r[(cnt - PIX_W) * PIX_W +: PIX_W];
    assign bot = (cnt == 0) ? i_data[8 * 8 +: 8] :
        (cnt >= PIX_W * (PIX_W - 1)) ? i_data_r[(cnt + bias_bot) * PIX_W +: PIX_W] : i_data_r[(cnt + PIX_W) * PIX_W +: PIX_W];
    assign left = (cnt == 0) ? i_data[72 * 8 +: 8] :
       (cnt % 8 == 0) ? i_data_r[(cnt / 8 + bias_left) * PIX_W +: PIX_W] : i_data_r[(cnt - 1) * PIX_W +: PIX_W];
    assign right = (cnt == 0) ? i_data[1 * 8 +: 8] :
       ((cnt + 1) % 8 == 0) ? i_data_r[((cnt + 1) / 8 + bias_right) * PIX_W +: PIX_W] : i_data_r[(cnt + 1) * PIX_W +: PIX_W];
    assign o_data = {top, bot, left, right};
    assign request = (cnt == 0); 
    always @(posedge clk) begin
        if(~rst)
            cnt <= 0;
        else if(request && ready)
            cnt <= cnt + 1'b1;
        else if(cnt != 0)
            cnt <= cnt + 1'b1;
    end
    always @(posedge clk) begin
        if(request && ready)
            i_data_r <= i_data;
    end
    assign i_valid = (cnt != 0) ? 1 :
        (request && ready) ? 1 : 0;
endmodule
```

==> flow_summary_export.csv <==
group,metric,value,unit
pwr,irDropWorstVdd,0.0509,mV
critical_path,critical-path-slowest-cell,"a21oi_1",
logic_synthesis,ys.flop_type,"edfxtp_1",
critical_path,cp_num_buf_inv,2,
cells_and_area,syn_to_final_growth,35.7,%
global_routing,grt_pass1_vias,34590,
logic_synthesis,logic_family,"multiplexers",
clocking,cts_inserted_buffers,95,
clocking,ctsLongestPathBuffers,3,
logic_synthesis,asyncSetResetFlopFracSynth,0,
sta,final.min_clock_period,17.46,ns
placed_design,dpl.hpwl,193,mm
min_path,worst_hold_path_type,"flip-flop to flip-flop",
clocking,postCtsSetupRepairBufs,0,
logic_synthesis,synth_cells,2539,
logic_synthesis,edff_count_synth,768,
logic_synthesis,synth.distinct_cells,74,
flow_run,warnings,50,
sta,report.final.slew_viol_count,0,
global_routing,wire_length_of_the_first_global_routing_pass,316,mm
logic_synthesis,syn_area_per_cell,17.2,um^2
route,number_of_remaining_drc_errors,0,
clocking,path_clk_slew,0.05,ns
die,coreArea,252000,um^2
critical_path,crit_top_cell,"clkdlybuf4s50_1",
critical_path,critical_path.top_delay_family,"AND-OR/OR-AND gates",
global_routing,overflow,0,
critical_path,crit-reg2reg-launch,"cnt[5]",
flow_run,max_cap_violations,0,
logic_synthesis,share_of_synthesized_area_occupied_by_flip_flops_and_latches,0.529,
logic_synthesis,yosys_synthesis_chip_area,43800,um^2
sta,setup_viol_count_final,0,
critical_path,critPathLaunchType,"input pin",
logic_synthesis,synth.cellmix.compoundShare,0.0555,
route,avgRoutedWirePerCell,35.6,um
placed_design,io_buffer_count,804,
clocking,clock-sinks,774,
clocking,clk_latency,0.77,ns
sta,worst_slew_pin_slew,1.29,ns
die,io_pins,805,
global_routing,globalRouteTotalUtil,0.180,
sta,slew_headroom,0.140,
critical_path,worst_reg_to_reg_cells,8,
min_path,worst_hold_path.endpoint,"cnt[1]",
route,route.antenna.remaining_nets,0,
pwr,power.density,79.5,nW/um^2
logic_synthesis,ys_top_cells_by_area,"edfxtp_1 (53%), mux4_2 (31%), mux2i_1 (2.6%)",
min_path,min_delay_path_depth,2,
sta,finalClockSkew,0.0359,ns
die,num_rows,184,
logic_synthesis,post_synthesis_instance_area,43800,um^2
global_routing,grt_antenna_before_repair,115,
placed_design,finalWeightedCongestion,0.914,
critical_path,timing.rr.end,"i_data_r[409]",
clocking,cts.htree.levels,3,
route,post_drt_via_cell_ratio,4.66,
route,via_count,31840,
critical_path,critical_path_required,30.16,ns
route,routed_wl,243,mm
status,result_of_the_run,"complete, no violations",
route,detail_route.first_pass.iterations,7,
critical_path,worstPathCellList,"clkdlybuf4s50_1, o221ai_1, nor2_1, a21oi_1, o211ai_1, clkdlybuf4s50_1",
cells_and_area,seq_area,23200,um^2
die,die-height,523,um
clocking,root_buffer,"clkbuf_16",
cells_and_area,fill_cells,25728,
sta,grt_setup_unrepaired,"no",
logic_synthesis,synth-cells-yosys,2539,
pwr,leakage,18.6,nW
logic_synthesis,synth-seq-cells,774,
critical_path,worst-setup-path-type,"input pin to output port",
cells_and_area,post-route-util,0.236,
sta,setup-tns-final,0,ns
logic_synthesis,synth_top_cell_by_area,"edfxtp_1",
critical_path,timing.critical_path.fanout_max,2,
min_path,startpoint_of_the_worst_hold_path,"cnt[1]",
die,die_area,274000,um^2
cells_and_area,area_occupied_by_multi_input_gates,19400,um^2
sta,maxClockFrequency,0.0573,GHz
sta,final_min_period_over_clock_period,0.463,
route,dr.first_iter.drc_count,2683,
critical_path,endpoint_kind,"output port",
clocking,tritoncts,"done",
critical_path,slowest_delay,1.00,ns
critical_path,arrival,9.92,ns
logic_synthesis,synth_largest_type_area_fraction,0.527,
logic_synthesis,post_synth_and_or_nand_nor_area_fraction,0.0446,
critical_path,reg2reg_setup_slack,31.87,ns
global_routing,grt_max_degree,129,
logic_synthesis,xor_share,0.00331,
sta,finalHoldViolCount,0,
logic_synthesis,synth.yosys.warnings,1,
die,initCoreUtil,0.174,
logic_synthesis,muxShareOfSynthArea,0.335,
clocking,ctsResizeCount,0,
cells_and_area,drive_above_1_share,0.275,
die,die_w,523,um
clocking,holdBufCountCts,0,
logic_synthesis,post_synth_fa_ha_maj_area_fraction,0.00257,
## layout make-up
| type | instances | area share |
|---|---|---|
| Inverter | 10 | 0.000758 |
| Sequential cell | 774 | 0.390 |
| Antenna cell | 57 | 0.00240 |
| Tap cell | 3348 | 0.0705 |
| Clock inverter | 71 | 0.0123 |
| Clock buffer | 107 | 0.0411 |
| Multi-Input combinational cell | 1520 | 0.327 |
| Timing Repair Buffer | 950 | 0.156 |
## report_power, final
part | switching [mW] | leakage (nW) | internal, mW
Combinational | 1.27 | 9.71 | 1.05
Sequential | 0.216 | 7.32 | 1.25
Clock | 0.412 | 1.53 | 0.531
Total | 1.90 | 18.6 | 2.82
## worst register-to-register path, cell delays in order (launching register included)
cell	delay (ns)
dfxtp_4	0.51
buf_4	0.39
or2_2	0.38
nor2_1	0.60
and3_4	0.78
buf_4	0.70
buf_12	0.54
buf_4	0.78
buf_4	0.76
## cell usage after synthesis (12+ instances only)
| cell | instances |
|---|---|
| buf_4 | 43 |
| nand4_1 | 12 |
| mux2i_1 | 115 |
| o221ai_1 | 18 |
| nand3_1 | 40 |
| mux2_2 | 12 |
| and3_1 | 12 |
| a22oi_1 | 23 |
| clkbuf_1 | 86 |
| and2_1 | 12 |
| mux4_2 | 594 |
| a311oi_1 | 17 |
| nor2_1 | 67 |
| o21ai_0 | 45 |
| buf_1 | 19 |
| buf_6 | 16 |
| nand2_1 | 197 |
| a31oi_1 | 21 |
| a211oi_1 | 60 |
| edfxtp_1 | 768 |
| buf_2 | 69 |
| nor2b_1 | 31 |
| a21oi_1 | 68 |
| nor3_1 | 34 |
## layout by cell type, fill, tap and decap left out, drive strengths merged, types with 7 or more instances in the layout
cell type        n
bufinv           8
mux4           594
and3            13
nor2            68
edfxtp         768
nor3            34
clkbuf         107
ha               9
nor2b           31
nor4             7
o221ai          18
a211oi          60
o22ai            7
diode           57
a31oi           21
a221oi          11
inv             22
o211ai          11
nand2          197
mux2            12
o311ai           8
nand4           13
clkinv          43
and2            13
clkdlybuf4s50  804
o21ai           47
a311oi          17
xnor2           13
a22oi           23
clkinvlp         8
nand3           40
mux2i          115
a21oi           68
a211o            8
buf            146
## sequential cells by signal, summed over array words and instances (netlist names)
signal / cells
i_data_r: 768
cnt: 6
## metal layers
layer | up-vias | share of wire | global-route usage
met5 | - | 0.0024 | 0.0137
met4 | 48 | 0.062 | 0.0882
met3 | 513 | 0.13 | 0.0989
met2 | 2483 | 0.47 | 0.279
met1 | 16093 | 0.34 | 0.200
li1 | 12703 | - | -
## worst max path at each step
stage / startpoint / slack [ns] / to / depth (start not counted)
6_report: i_data[577] / 20.24 / o_data[9] / 6
5_1_grt: i_data[577] / 20.30 / o_data[9] / 6
4_1_cts: i_data[577] / 20.30 / o_data[9] / 6
## kinds of logic after synthesis
group,after synthesis
adders and majority gates,9
muxes,721
buffers and inverters,245
and+or+nand+nor,430
AOI/OAI and AO/OA,346
DFF,774
xor gates and xnor gates,14
## per-stage QoR
stage | setup slack (ns) | total power [mW] | hold WS, ns | cell area [um^2] | instances
after floorplan | 11.57 | 3.04 | 0.613 | 43800 | 2539
after global placement | 20.26 | 3.81 | 0.839 | 56100 | 6602
after detailed placement | 20.31 | 3.82 | 0.834 | 56100 | 6602
after CTS | 20.30 | 4.79 | 0.838 | 59300 | 6780
after global routing | 20.30 | 4.94 | 0.832 | 59400 | 6813
final | 20.24 | 4.73 | 0.807 | 59400 | 6837
Power is estimated from default activity; no workload was simulated.
